**run.sh**
```bash
#!/bin/bash
# OpenROAD 26Q1-2900-gdf79404cd8, Yosys 0.63+post, stock flow scripts
make -C /OpenROAD-flow-scripts/flow DESIGN_CONFIG=/design/flow/config.mk WORK_HOME=/design/flow/orfs finish
```
**config.mk**
```make
export PLATFORM = sky130hd
export DESIGN_NAME = alu
export DESIGN_NICKNAME = alu
export VERILOG_FILES = /design/flow/design.v
export SDC_FILE = /design/flow/constraint.sdc
export NUM_CORES = 4
export LEC_CHECK = 1
export CORE_AREA = 10 10 105 105
export DIE_AREA = 0 0 115 115
```
**constraint.sdc**
```tcl
current_design alu

set clk_period 6.2
set clk_io_pct 0.2

create_clock -name clk0 -period $clk_period

set non_clock_inputs [all_inputs -no_clocks]
set_input_delay [expr $clk_period * $clk_io_pct] -clock clk0 $non_clock_inputs
set_output_delay [expr $clk_period * $clk_io_pct] -clock clk0 [all_outputs]
```
**design.v**
```verilog
interface alu_int;   
  logic a;
  logic b;
  logic alu_sel;
  logic alu_out;
endinterface
interface intf #(
    parameter DSIZE = 8,   
    parameter ASIZE = 4    
);
  logic [DSIZE-1:0] rdata;
  logic [DSIZE-1:0] wdata;
  logic winc;
  logic wfull;
  logic rempty;
  logic wclk;
  logic wrst_n;
  logic rinc;
  logic rclk;
  logic rrst_n;
endinterface
interface apb_interface #(parameter APB_ADDR_WIDTH = 12);
      logic                      HCLK    ; 
      logic                      HRESETn ;
      logic                      PENABLE ; 
      logic                      PSEL   ;
      logic                      PWRITE  ;
      logic [APB_ADDR_WIDTH-1:0] PADDR   ;
      logic [31:0]               PWDATA  ;
      logic [31:0]               PRDATA  ;
      logic                      PREADY  ;    
      logic                      PSLVERR ;
      logic 		         interrupt_o ;
endinterface
interface i2c_interface() ;
	logic scl_pad_i ;   
	logic scl_pad_o  ;  
	logic scl_padoen_o ;
	logic sda_pad_i   ;
	logic sda_pad_o   ;
	logic sda_padoen_o ;
endinterface
module alu(
  input [3:0]a,b,
  input [2:0]alu_sel,
  output reg [7:0]alu_out);
  always @(*) begin
    case(alu_sel)
      3'b000: alu_out =  a+b;	 
      3'b001: alu_out =  a-b;	 
      3'b010: alu_out =  a&b;	 
      3'b011: alu_out =  a|b;	 
      3'b100: alu_out =  a^b;	 
      3'b101: alu_out =   ~a;	 
      3'b110: alu_out =  a*b;	 
      3'b111: alu_out =  a<<b;	 
      default: alu_out = 8'b000000000;
    endcase
  end
endmodule
```
==> flow_summary.html <==
<p>Metrics extracted from the flow reports.</p>
<table>
<tr><th>Metric</th><th>Value</th></tr>
<tr><th colspan="2">Cells and area</th></tr>
<tr><td>Layout cell share with drive strength beyond 1</td><td>5.587%</td></tr>
<tr><td>Number of cells in the finished layout apart from fillers</td><td>287</td></tr>
<tr><td>Sequential cell area in the final layout</td><td>0 sq um</td></tr>
<tr><td>Layout overhead on the synthesized area</td><td>28.27%</td></tr>
<tr><td>Number of sequential cells in the layout</td><td>0</td></tr>
<tr><td>Final core occ</td><td>17.23%</td></tr>
<tr><td>Number of inserted filler cells in the final layout</td><td>1007</td></tr>
<tr><td>Final-layout clock buffer total</td><td>0</td></tr>
<tr><th colspan="2">GRT</th></tr>
<tr><td>Via count of the first global-routing pass</td><td>1178</td></tr>
<tr><td>Remaining Overflow, GRT</td><td>0</td></tr>
<tr><td>Pin count of the biggest net entering global routing</td><td>21</td></tr>
<tr><td>GRT Overall Usage</td><td>5.387%</td></tr>
<tr><td>Initial antenna violation count</td><td>0</td></tr>
<tr><td>Global-route wire length before repair</td><td>5961 microns</td></tr>
<tr><th colspan="2">STA</th></tr>
<tr><td>Number of pins exceeding their max-slew limit in the final report</td><td>0</td></tr>
<tr><td>Post-layout min period</td><td>5.888 ns</td></tr>
<tr><td>Transition time at the pin with the least slew margin</td><td>0.6438 ns</td></tr>
<tr><td>Final period util</td><td>94.97%</td></tr>
<tr><td>FMAX</td><td>169.8 MHz</td></tr>
<tr><td>Final setup violation count</td><td>0</td></tr>
<tr><td>Sum of negative setup slack</td><td>0 ns</td></tr>
<tr><td>Relative slew slack</td><td>56.94%</td></tr>
<tr><td>Setup repair after global routing missed its margin</td><td>false</td></tr>
<tr><td>Number of hold violations in the final report</td><td>0</td></tr>
<tr><th colspan="2">Yosys</th></tr>
<tr><td>Cell area after synthesis</td><td>1177 sq um</td></tr>
<tr><td>Share of synthesized area occupied by flip-flops and latches</td><td>0%</td></tr>
<tr><td>Fa+ha+maj area frac</td><td>36.77%</td></tr>
<tr><td>Mean instance size in the synthesized netlist</td><td>7.313 sq um</td></tr>
<tr><td>Simple-gate area share of the yosys netlist</td><td>16.26%</td></tr>
<tr><td>Instance tally after logic synthesis</td><td>161</td></tr>
<tr><td>Share of the synthesized area in the top cell type</td><td>26.57%</td></tr>
<tr><td>Area contributors post-synth</td><td>sky130_fd_sc_hd__ha_1 27%, sky130_fd_sc_hd__fa_1 10%, sky130_fd_sc_hd__inv_1 7.3%</td></tr>
<tr><td>Number of different library cells in the post-synthesis netlist</td><td>42</td></tr>
<tr><td>Yosys cell count</td><td>161</td></tr>
<tr><td>Yosys Warn Count</td><td>1</td></tr>
<tr><td>Top cells by count, synth</td><td>25 x sky130_fd_sc_hd__ha_1, 23 x sky130_fd_sc_hd__inv_1, 20 x sky130_fd_sc_hd__nor2_1</td></tr>
<tr><td>Mux area share</td><td>7.120%</td></tr>
<tr><td>Share of the synthesized netlist area taken by xor and xnor gates</td><td>3.719%</td></tr>
<tr><td>Area reported by Yosys stat</td><td>1177 sq um</td></tr>
<tr><td>Combinational family with the most area after synthesis</td><td>adder cells</td></tr>
<tr><td>Most common cell in the synthesized netlist</td><td>sky130_fd_sc_hd__ha_1</td></tr>
<tr><td>Synthesized-area fraction occupied by ao, oa, aoi and oai cells</td><td>26.25%</td></tr>
<tr><td>Cell type with the largest total area</td><td>sky130_fd_sc_hd__ha_1</td></tr>
<tr><th colspan="2">Routing</th></tr>
<tr><td>Routed via count divided by cell count</td><td>4.136</td></tr>
<tr><td>Per-cell routed wire length</td><td>12.49 microns</td></tr>
<tr><td>Antenna Cells</td><td>0</td></tr>
<tr><td>Number of DRC markers after the initial detailed-route iteration</td><td>71</td></tr>
<tr><td>Final routed DRC violation total</td><td>0</td></tr>
<tr><td>Count of TritonRoute iterations in the first routing pass</td><td>4</td></tr>
<tr><td>Vias after detailed routing</td><td>1187</td></tr>
<tr><td>Post-DRT Antenna Nets</td><td>0</td></tr>
<tr><td>Detailed Route WL</td><td>3585 microns</td></tr>
<tr><th colspan="2">Floorplanning</th></tr>
<tr><td>Effective utilization at floorplan</td><td>13.44%</td></tr>
<tr><td>Core region area</td><td>8763 sq um</td></tr>
<tr><td>Chip height</td><td>115 microns</td></tr>
<tr><td>I/O Pins</td><td>19</td></tr>
<tr><td>DIE AREA</td><td>13230 sq um</td></tr>
<tr><td>Die X-Extent</td><td>115 microns</td></tr>
<tr><td>Rows</td><td>34</td></tr>
<tr><th colspan="2">Critical path</th></tr>
<tr><td>Critical setup path kind</td><td>in2out</td></tr>
<tr><td>Critical Path Slowest Stage Cell</td><td>sky130_fd_sc_hd__clkdlybuf4s50_1</td></tr>
<tr><td>Worst setup path startpoint</td><td>a[0]</td></tr>
<tr><td>CP cell instances</td><td>clkdlybuf4s50_1 &gt; nand2_1 &gt; fa_1 &gt; inv_1 &gt; fa_1 &gt; ha_1 &gt; a21o_1 &gt; a21oi_1 &gt; o21ai_0 &gt; o41a_1 &gt; o211ai_1 &gt; clkdlybuf4s50_1</td></tr>
<tr><td>Highest cell delay on the worst timing path</td><td>0.60 ns</td></tr>
<tr><td>CP Data Required Time</td><td>4.96 ns</td></tr>
<tr><td>Kind of end point of the critical path</td><td>primary output</td></tr>
<tr><td>Largest fanout on the critical path</td><td>5</td></tr>
<tr><td>Worst setup SP type</td><td>input pin</td></tr>
<tr><td>Critical path arrival</td><td>4.65 ns</td></tr>
<tr><th colspan="2">Hold path</th></tr>
<tr><td>Worst hold path class</td><td>in2out</td></tr>
<tr><td>Worst hold endpoint</td><td>alu_out[4]</td></tr>
<tr><td>Hold Startpoint</td><td>b[3]</td></tr>
<tr><td>Worst hold path stage count</td><td>5</td></tr>
<tr><th colspan="2">Power and ir drop</th></tr>
<tr><td>Overall power of the completed layout</td><td>0.0001157 W</td></tr>
<tr><td>Power Density</td><td>76.63 nW/um^2</td></tr>
<tr><td>Worst supply voltage drop on vdd</td><td>0.00003867 V</td></tr>
<tr><td>Static Leak</td><td>0.7049 nW</td></tr>
<tr><th colspan="2">Placement</th></tr>
<tr><td>Port Buffer Count</td><td>19</td></tr>
<tr><td>Placed wire-length estimate</td><td>3084 microns</td></tr>
<tr><td>Number of cells after detailed placement</td><td>287</td></tr>
<tr><td>Routability cong.</td><td>0.8830</td></tr>
<tr><th colspan="2">Clocking</th></tr>
<tr><td>CTS resizes</td><td>0</td></tr>
<tr><td>Number of hold-repair buffers added at the cts stage</td><td>0</td></tr>
<tr><td>Number of post-CTS setup repair buffers</td><td>0</td></tr>
<tr><th colspan="2">Job</th></tr>
<tr><td>Max-capacitance violation count</td><td>0</td></tr>
<tr><td>Number of warnings in the stage logs</td><td>41</td></tr>
<tr><th colspan="2">Run status</th></tr>
<tr><td>Outcome</td><td>finished, final reports clean</td></tr>
</table>
==> routing by layer <==
metal  share of wire [%]  wire length [microns]  global-route usage [%]
met5                   0                      0                       0
met4                 1.1                     38                  0.5776
met3                 4.4                    158                  0.7911
met2                  46                   1659                   8.559
met1                  48                   1729                   7.785
==> cell usage in the layout, fill, tap and decap left out, types with 2 or more instances in the layout <==
master                             n
sky130_fd_sc_hd__ha_1             25
sky130_fd_sc_hd__inv_1            23
sky130_fd_sc_hd__nor2_1           20
sky130_fd_sc_hd__clkdlybuf4s50_1  19
sky130_fd_sc_hd__a21oi_1          11
sky130_fd_sc_hd__nand2_1           7
sky130_fd_sc_hd__fa_1              6
sky130_fd_sc_hd__mux2i_1           5
sky130_fd_sc_hd__o21ai_0           5
sky130_fd_sc_hd__a22oi_1           4
sky130_fd_sc_hd__o22ai_1           4
sky130_fd_sc_hd__buf_4             4
sky130_fd_sc_hd__a21o_1            3
sky130_fd_sc_hd__xnor2_1           3
sky130_fd_sc_hd__o211ai_1          3
sky130_fd_sc_hd__o221ai_1          3
sky130_fd_sc_hd__nor3_1            3
sky130_fd_sc_hd__inv_2             2
sky130_fd_sc_hd__mux2_2            2
sky130_fd_sc_hd__nand2b_1          2
sky130_fd_sc_hd__a2bb2oi_1         2
sky130_fd_sc_hd__nand3_1           2
sky130_fd_sc_hd__xor2_1            2
sky130_fd_sc_hd__and3_1            2
==> final cells by class <==
class	count	area [sq um]	share of cell area [%]
inverter	25	93.84	6.214
tap	108	135.1	8.948
multi-input combinational	131	1061	70.26
timing repair buffer	23	220.2	14.58
==> power by group <==
| group | switching, W | internal (W) |
|---|---|---|
| registers | 0 | 0 |
| clock network | 0 | 0 |
| logic | 0.0000593 | 0.0000564 |
| total | 0.0000593 | 0.0000564 |
==> how the worst max path moves through the flow <==
stage,endpoint,slack [ns]
finish,alu_out[7],0.31
CTS,alu_out[7],0.30
global route,alu_out[7],0.06
==> worst max-delay path: cells and delay by family <==
family          cells  cell delay (ns)
compound gates      5             0.85
simple gates        1             0.12
buf+inv             3             1.14
fa+ha+maj           3             1.31
==> metrics by stage <==
step / worst slack, ns / area (sq um) / hold WS [ns]
after global placement: 0.3140 / 1510 / 3.648
after global routing: 0.06315 / 1510 / 3.715
after CTS: 0.2985 / 1510 / 3.657
final: 0.3116 / 1510 / 3.641
after floorplan: 1.375 / 1177 / 2.609
after detailed placement: 0.3044 / 1510 / 3.647
==> kinds of logic after synthesis <==
family	after synthesis
AOI/OAI and AO/OA	45
and+or+nand+nor	42
adders and majority gates	31
buffers and inverters	30
muxes	8
xor gates and xnor gates	5
Power figures rest on the tool's default switching activity, not on a simulated workload.
