$ cat config.mk
export PLATFORM = sky130hd
export DESIGN_NAME = fifo1
export DESIGN_NICKNAME = fifo1
export VERILOG_FILES = /design/flow/design.v
export SDC_FILE = /design/flow/constraint.sdc
export NUM_CORES = 4
export LEC_CHECK = 1
export CORE_AREA = 10 10 95 95
export DIE_AREA = 0 0 105 105
$ cat constraint.sdc
current_design fifo1

set clk_period 1.1
set clk_io_pct 0.2

create_clock -name clk0 -period $clk_period [get_ports {rclk}]
create_clock -name clk1 -period $clk_period [get_ports {wclk}]

set non_clock_inputs [all_inputs -no_clocks]
set_input_delay [expr $clk_period * $clk_io_pct] -clock clk0 $non_clock_inputs
set_output_delay [expr $clk_period * $clk_io_pct] -clock clk0 [all_outputs]
$ cat design.v
interface alu_int;   
  logic a;
  logic b;
  logic alu_sel;
  logic alu_out;
endinterface
interface intf #(
    parameter DSIZE = 8,   
    parameter ASIZE = 4    
);
  logic [DSIZE-1:0] rdata;
  logic [DSIZE-1:0] wdata;
  logic winc;
  logic wfull;
  logic rempty;
  logic wclk;
  logic wrst_n;
  logic rinc;
  logic rclk;
  logic rrst_n;
endinterface
interface apb_interface #(parameter APB_ADDR_WIDTH = 12);
      logic                      HCLK    ; 
      logic                      HRESETn ;
      logic                      PENABLE ; 
      logic                      PSEL   ;
      logic                      PWRITE  ;
      logic [APB_ADDR_WIDTH-1:0] PADDR   ;
      logic [31:0]               PWDATA  ;
      logic [31:0]               PRDATA  ;
      logic                      PREADY  ;    
      logic                      PSLVERR ;
      logic 		         interrupt_o ;
endinterface
interface i2c_interface() ;
	logic scl_pad_i ;   
	logic scl_pad_o  ;  
	logic scl_padoen_o ;
	logic sda_pad_i   ;
	logic sda_pad_o   ;
	logic sda_padoen_o ;
endinterface
module fifo1 #(
    parameter DSIZE = 8,   
  parameter ASIZE = 4    
) (
  output [DSIZE-1:0] rdata,         
    output wfull,
    output rempty,
    input [DSIZE-1:0] wdata,
    input winc,
    input wclk,
    input wrst_n,
    input rinc,
    input rclk, 
    input rrst_n
);
    wire [ASIZE-1:0] waddr, raddr;
    wire [ASIZE:0] wptr, rptr, wq2_rptr, rq2_wptr;
    sync_r2w sync_r2w (
        .wq2_rptr(wq2_rptr), 
        .rptr(rptr),
        .wclk(wclk), 
        .wrst_n(wrst_n)
    );
    sync_w2r sync_w2r (
        .rq2_wptr(rq2_wptr), 
        .wptr(wptr),
        .rclk(rclk), 
        .rrst_n(rrst_n)
    );
    fifomem #(DSIZE, ASIZE) fifomem (
        .rdata(rdata), 
        .wdata(wdata),
        .waddr(waddr), 
        .raddr(raddr),
        .wclken(winc), 
        .wfull(wfull),
        .wclk(wclk)
    );
    rptr_empty #(ASIZE) rptr_empty (
        .rempty(rempty),
        .raddr(raddr),
        .rptr(rptr), 
        .rq2_wptr(rq2_wptr),
        .rinc(rinc), 
        .rclk(rclk),
        .rrst_n(rrst_n)
    );
    wptr_full #(ASIZE) wptr_full (
        .wfull(wfull), 
        .waddr(waddr),
        .wptr(wptr), 
        .wq2_rptr(wq2_rptr),
        .winc(winc), 
        .wclk(wclk),
        .wrst_n(wrst_n)
    );
endmodule
module fifomem #(parameter DATASIZE = 8,  
                 parameter ADDRSIZE = 4)  
(
    output [DATASIZE-1:0] rdata,
    input [DATASIZE-1:0] wdata,
    input [ADDRSIZE-1:0] waddr, raddr,
    input wclken, wfull, wclk
);
   localparam DEPTH = 16;
   reg [DATASIZE-1:0] mem [0:DEPTH-1];
     assign rdata = mem[raddr];
   always @(posedge wclk) begin
       if (wclken && !wfull) begin
           mem[waddr] <= wdata;
       end
   end
endmodule
module sync_r2w #(parameter ADDRSIZE = 4)
(
    output reg [ADDRSIZE:0] wq2_rptr,
    input [ADDRSIZE:0] rptr,
    input wclk, wrst_n
);
    reg [ADDRSIZE:0] wq1_rptr;
    always @(posedge wclk or negedge wrst_n) begin
        if (!wrst_n) begin
            {wq2_rptr,wq1_rptr} <= 0;
        end else begin
          wq1_rptr <= rptr;
          wq2_rptr <= wq1_rptr;
        end
    end
endmodule
module sync_w2r #(parameter ADDRSIZE = 4)
(
    output reg [ADDRSIZE:0] rq2_wptr,
    input [ADDRSIZE:0] wptr,
    input rclk, rrst_n
);
    reg [ADDRSIZE:0] rq1_wptr;
    always @(posedge rclk or negedge rrst_n) begin
          if (!rrst_n) begin
              {rq2_wptr,rq1_wptr} <= 0;
          end else begin
            rq1_wptr <= wptr;
            rq2_wptr <= rq1_wptr;
          end
    end
endmodule
module rptr_empty #(parameter ADDRSIZE = 4)
(
    output reg rempty,
    output [ADDRSIZE-1:0] raddr,
    output reg [ADDRSIZE :0] rptr,
    input [ADDRSIZE :0] rq2_wptr,
    input rinc, rclk, rrst_n
);
    reg [ADDRSIZE:0] rbin;
    wire [ADDRSIZE:0] rgraynext, rbinnext;
    always @(posedge rclk or negedge rrst_n) begin
         if (!rrst_n) begin
             {rbin, rptr} <= 0;
         end else begin
             {rbin, rptr} <= {rbinnext, rgraynext};
         end
     end
     assign raddr = rbin[ADDRSIZE-1:0];
  assign rbinnext = rbin + (rinc & ~rempty);
     assign rgraynext = (rbinnext >> 1) ^ rbinnext;
     always @(posedge rclk or negedge rrst_n) begin
         if (!rrst_n) begin
             rempty <= 1'b1;
            {rbin, rptr} <= 0;
end
         else begin
           rempty <= (rgraynext == rq2_wptr) ? 1'b1 : 1'b0 ;
         end
     end
endmodule
module wptr_full #(parameter ADDRSIZE = 4)
(
    output reg wfull,
    output [ADDRSIZE-1:0] waddr,
    output reg [ADDRSIZE :0] wptr,
    input [ADDRSIZE :0] wq2_rptr,
    input winc, wclk, wrst_n
);
   reg [ADDRSIZE:0] wbin;
   wire [ADDRSIZE:0] wgraynext, wbinnext;
   always @(posedge wclk or negedge wrst_n) begin
       if (!wrst_n) begin
           {wbin, wptr} <= 0;
       end else begin
           {wbin, wptr} <= {wbinnext, wgraynext};
       end
   end
   assign waddr = wbin[ADDRSIZE-1:0];
   assign wbinnext = wbin + (winc & ~wfull);
   assign wgraynext = (wbinnext >> 1) ^ wbinnext;
   always @(posedge wclk or negedge wrst_n) begin
       if (!wrst_n) begin
           wfull <= 1'b0;
       end else begin
         wfull <= (wgraynext == {~wq2_rptr[ADDRSIZE], wq2_rptr[ADDRSIZE-1:0]}) ? 1'b1 :1'b0;
       end
   end
endmodule
$ cat run.sh
#!/bin/bash
# OpenROAD 26Q1-2900-gdf79404cd8, Yosys 0.63+post, stock flow scripts
make -C /OpenROAD-flow-scripts/flow DESIGN_CONFIG=/design/flow/config.mk WORK_HOME=/design/flow/orfs finish
==> impl_metrics.py <==
# Physical implementation metrics
metrics = {
    "synthesis": {
        "synthXorXnorAreaFrac_pct": 8.99,
        "synthAoiAreaFrac_pct": 0,
        "ys_cells": 51,
        "synth_top_cell_by_count": "dfrtp_1",
        "yosysUniqueCellTypes": 19,
        "top_area_cell": "dfrtp_1",
        "ys.flops": 29,
        "enable_flop_cells": 8,
        "syn_area_um2": 946,
        "flop_cell": "dfrtp_1",
        "syn_inst": 51,
        "topCombFamilyByArea": "XOR/XNOR gates",
        "yosysWarnings": 25,
        "topCellsByArea": "dfrtp_1 53%, edfxtp_1 25%, xnor2_1 4.6%",
        "syn_area_per_cell_um2": 18.5,
        "ys_area_um2": 946,
        "common_cells": "20 x dfrtp_1, 8 x edfxtp_1, 5 x xnor2_1",
        "mux_share_pct": 0,
        "async_flop_share_pct": 72.4,
        "ys_seq_share_pct": 81.1,
        "yosys.area_share.adder_pct": 2.65,
        "top_cell_area_share_pct": 52.9,
        "synth_simple_gate_area_share_pct": 6.48,
    },
    "floorplanning": {
        "fp_util_pct": 13.7,
        "rows": 30,
        "die_y_um": 105,
        "die-area_mm2": 0.0110,
        "die_x_um": 105,
        "core_area_mm2": 0.00691,
        "io_pins": 24,
    },
    "worst_setup_path": {
        "r2r_end": "wptr_full.wptr[3]$_DFF_PN0_",
        "path_class": "reg -> reg",
        "crit_required_ps": 1230,
        "reg2reg_from": "wptr_full.wfull$_DFF_PN0_",
        "reg2reg_slack_ps": -230,
        "end_kind": "flip-flop",
        "cp.arrival_ps": 1460,
        "worstRegToRegCells": 6,
        "path_max_fanout": 2,
        "critPathLaunchType": "flip-flop",
    },
    "place": {
        "port_buffers": 22,
        "place.gp.congestion": 0.761,
        "post-place-ws_ps": -638,
        "hpwlAfterDp_um": 1330,
        "dp_cells": 175,
    },
    "global_route": {
        "grt_first_pass_wirelength_um": 2880,
        "antenna_found_initial": 0,
        "grt_usage_pct": 3.20,
        "grt_max_degree": 12,
        "grt_pass1_vias": 618,
        "grt-ovfl-total": 0,
    },
    "drt": {
        "diodes": 0,
        "routed_wl_um": 1640,
        "drc": 0,
        "avgViaCountPerCell": 2.78,
        "ant_nets": 0,
        "route.vias.total": 515,
        "first_pass_iters": 2,
        "drt-initial-drc-count": 5,
        "wl_per_cell_um": 8.89,
    },
    "outcome": {
        "status": "finished with violations",
        "violations": "setup timing",
    },
    "timing": {
        "skew_ps": 1.20,
        "grt_setup_unrepaired": "true",
        "slew-limit-headroom_pct": 84.4,
        "hold_slack_ps": 270,
        "timing.final.max_slew_violations": 0,
        "setup_slack_ps": -235,
        "worst_slew_pin_slew_ps": 232,
        "setup_viol_count_final": 17,
        "hold_viol": 0,
    },
    "pwr": {
        "switching_share_pct": 26.1,
        "p_leak_nw": 0.596,
        "p_comb_share_pct": 29.6,
        "p_clk_share_pct": 24.1,
        "power_w": 0.00368,
        "switching_power_w": 0.000960,
        "peakVddDrop_mv": 0.780,
        "seq_power_share_pct": 46.3,
        "internal_power_w": 0.00272,
        "p_per_area_mw_per_mm2": 2400,
    },
    "run": {
        "tool_warnings": 29,
        "maxCapViolCount": 0,
    },
    "finish": {
        "areaGrowthSynthToFinish_pct": 61.8,
        "drive_above_1_share_pct": 32.6,
        "nFillCells": 738,
        "flop_area_um2": 767,
        "logic_area_um2": 259,
        "post-route-util_pct": 22.2,
        "fin_cells": 185,
    },
    "clock_network": {
        "path_clk_slew_ps": 60,
        "ctsHoldBuffers": 0,
        "clkSinkCount": 29,
        "cts_tree": "built",
    },
    "hold_path": {
        "hold_path.class": "in -> async",
    },
}
-- cells in the final DEF, fill, tap and decap left out, types with 2 or more instances in the layout --
cell / instances
buf_4: 7
clkbuf_8: 7
clkdlybuf4s15_1: 8
clkdlybuf4s50_1: 11
dfrtp_1: 20
dlygate4sd2_1: 2
edfxtp_1: 8
ha_4: 2
nand3_2: 2
xnor2_1: 4
-- logic make-up (layout without fill, tap and decap cells) --
logic type / Yosys count / after routing
XOR/XNOR: 8 / 8
adder cells (fa/ha/maj): 2 / 2
buffers and inverters: 2 / 40
flip-flops: 29 / 29
AND/OR/NAND/NOR: 10 / 10
-- power groups by stage --
stage	clock [W]	combinational, W	sequential (W)
after global routing	0.000983	0.00118	0.00176
after CTS	0.000926	0.00109	0.00171
final	0.000886	0.00109	0.00170
-- layout make-up --
type	count	share of cell area, %
inverters	2	0.491
flip-flops and latches	29	50.1
repair buffers	30	18.1
clock buffers	8	6.54
well taps	96	7.85
multi-input cells	20	16.9
-- timing repair --
| item | 4_1_cts | 5_1_grt |
|---|---|---|
| pin swaps | 5 | 1 |
| buffers inserted | 1 | 1 |
| hold endpoints to repair | 0 | 0 |
| resized | 23 | 8 |
| setup endpoints to repair | 27 | 24 |
-- how the worst max path moves through the flow --
stage	slack, ps	to	cells after the start	start
after CTS	-240	wptr_full.wptr[3]$_DFF_PN0_	6	wptr_full.wfull$_DFF_PN0_
after global routing	-290	wptr_full.wptr[3]$_DFF_PN0_	6	wptr_full.wfull$_DFF_PN0_
final	-230	wptr_full.wptr[3]$_DFF_PN0_	6	wptr_full.wfull$_DFF_PN0_
-- sequential cells by signal, summed over array words and instances, names as in the netlist --
name               cells
wptr_full.wptr         5
rptr_empty.rempty      1
wptr_full.wbin         4
sync_w2r.rq2_wptr      5
fifomem.mem            8
wptr_full.wfull        1
sync_w2r.rq1_wptr      5
-- layer usage --
metal  share of wire [%]  global-route usage, %
met1                  39                   3.49
met2                  41                   4.36
met3                  19                   3.17
met4                0.85                  0.686
met5                   0                      0
-- worst max-delay path, stage by stage, from the launching register on --
cell and delay (ps):
dfrtp_1 400, nor2b_4 150, ha_4 160, ha_4 170
nand3_4 70, xnor2_2 140, xnor2_1 120
-- through the flow --
stage          TNS, ps  cell area [µm²]
3_3_place_gp     -8480             1360
2_1_floorplan    -1840              975
3_5_place_dp     -8680             1360
4_1_cts          -2410             1510
5_1_grt          -3700             1530
6_report         -3020             1530
No activity file was given, so power comes from the tool's default toggle rates.
